==> flow/design.v <==
`timescale 1ns / 1ps
module FP16_mcl(
    input data1,
    input data2,
    input rst,
    input input_valid,
    input clk,
    output datanew,
    output output_update
    );
    wire clk;
    wire [15:0] data1;
    wire [15:0] data2; 
    wire rst;
    wire input_valid;
    reg [15:0] datanew;
    reg output_update;
    reg sign_1;           
    reg sign_2;
    reg [6:0]exp1;
    reg [6:0]exp2;
    reg [11:0]rm1;
    reg [11:0]rm2;
    reg overflow1;
    reg check_over;
    reg cal_over;        
    reg overflow2;
    reg [21:0]rmcache;
    reg [6:0]expcache;
    reg sign;
    reg carry1_over;     
    reg overflow3;
    reg [21:0]rmcache2;
    reg [6:0]expcache2;
    reg sign2;
    reg round_over;       
    reg overflow4;
    reg sign3;
    reg [6:0]expcache3;
    reg [11:0]rmcache3;
    reg carry2_over;     
    reg overflow5;
    reg [11:0]rmcache4;
    reg [6:0]expcache4;
    reg sign4;    
    always@(posedge clk or posedge rst) begin
        if(rst) begin
            sign_1 <= 1'b0;
            sign_2 <= 1'b0;
            exp1 <= 7'd0;
            exp2 <= 7'd0;
            rm1 <= 12'd0;
            rm2 <= 12'd0;
            overflow1 = 1'b0;
            check_over <= 1'b0;
        end
        else if(input_valid)    begin
            check_over <= 1'b1;
            sign_1 <= data1[15];
            sign_2 <= data2[15];
            exp1 <= {2'b00,data1[14:10]};
            exp2 <= {2'b00,data2[14:10]};
            if((&data1[14:10]) || (&data2[14:10]))  begin    
                overflow1 <= 1'b1;
                rm1 <= rm1;
                rm2 <= rm2;
            end
            else if((~(|data1[14:0])) || (~(|data2[14:0]))) begin    
                overflow1 <= 1'b0;
                rm1 <= 12'd0;
                rm2 <= rm2;
            end
            else    begin
                overflow1 <= 1'b0;
                rm1 <= {2'b01,data1[9:0]};
                rm2 <= {2'b01,data2[9:0]};
            end
        end
        else begin
            sign_1 <= sign_1;
            sign_2 <= sign_2;
            exp1 <= exp1;
            exp2 <= exp2;
            rm1 <= rm1;
            rm2 <= rm2;
            overflow1 <= overflow1;
            check_over <= 1'b0;
        end
    end
    always@(posedge clk or posedge rst) begin
        if(rst) begin
            cal_over <= 1'b0;
            overflow2 <= 1'b0;
            rmcache <= 22'd0;
            expcache <= 7'd0;
            sign <= 1'b0;
        end
        else if(check_over) begin
            cal_over <= 1'b1;
            overflow2 <= overflow1;
            sign <= sign_1 ^ sign_2;
            if(overflow1)   begin
                rmcache <= rmcache;
                expcache <= expcache;
            end
            else    begin
                rmcache <= rm1 * rm2;
                expcache <= exp1 + exp2 - 7'd15;
            end
        end
        else    begin
            cal_over <= 1'b0;
            overflow2 <= overflow2;
            rmcache <= rmcache;
            expcache <= expcache;
            sign <= sign;
        end
    end
    always @(posedge clk or posedge rst)    begin
        if(rst) begin
            carry1_over <= 1'b0;
            overflow3 <= 1'b0;
            sign2 <= 1'b0;
            expcache2 <= 7'd0;
            rmcache2 <= 22'd0;
        end
        else if(cal_over)   begin
            carry1_over <=1'b1;
            sign2 <= sign;
            if(overflow2)   begin
                overflow3 <= overflow2;
                rmcache2 <= rmcache2;
                expcache2 <= expcache2;
            end
            else    begin
                if(rmcache[21]) begin
                    rmcache2 <= rmcache >> 1;
                    if(expcache == 7'd30)   begin
                        overflow3 <= 1'b1;
                        expcache2 <= expcache2;
                    end   
                    else begin
                        overflow3 <= overflow2 ;
                        expcache2 <= expcache + 7'd1;
                    end
                end
                else    begin
                    rmcache2 <= rmcache;
                    expcache2 <= expcache;
                    overflow3 <= overflow2;
                end
            end
        end
        else    begin
            carry1_over <= 1'b0;
            overflow3 <= overflow2;
            rmcache2 <= rmcache2;
            sign2 <= sign2;
            expcache2 <= expcache2;
        end
    end
    always@(posedge clk or posedge rst) begin
        if(rst) begin
            round_over <= 1'b0;
            overflow4 <= 1'b0;
            sign3 <= 1'b0;
            expcache3 <= 7'd0;
            rmcache3 <= 12'd0;
        end
        else if(carry1_over)    begin
            round_over <= 1'b1;
            overflow4 <= overflow3;
            sign3 <= sign2;
            if(overflow3)   begin
                expcache3 <= expcache3;
                rmcache3 <= rmcache3;
            end
            else    begin
                expcache3 <= expcache2;
                if(rmcache2[9] && (rmcache2[10] || (|rmcache2[8:0])))
                    rmcache3 <= rmcache2[21:10] + 12'd1;
                else
                    rmcache3 <= rmcache2[21:10];
            end
        end
        else    begin
            round_over <= 1'b0;
            overflow4 <= overflow4;
            sign3 <= sign3;
            expcache3 <= expcache3;
            rmcache3 <= rmcache3;
        end
    end
    always@(posedge clk or posedge rst) begin
        if(rst) begin
            carry2_over <= 1'b0;
            overflow5 <= 1'b0;
            sign4 <= 1'b0;
            expcache4 <= 7'd0;
            rmcache4 <= 12'd0;
        end
        else if(round_over)   begin
            carry2_over <=1'b1;
            sign4 <= sign3;
            if(overflow4)   begin
                overflow5 <= overflow4;
                rmcache4 <= rmcache4;
                expcache4 <= expcache4;
            end
            else    begin
                if(rmcache3[11]) begin
                    rmcache4 <= rmcache3 >> 1;
                    if(expcache3 >= 7'd30)  begin
                        overflow5 <= 1'b1;
                        expcache4 <= expcache4;
                    end
                    else begin
                        overflow5 <= overflow4;
                        expcache4 <= expcache3 + 7'd1;
                    end
                end
                else    begin
                    rmcache4 <= rmcache3;
                    expcache4 <= expcache3;
                    overflow5 <= overflow4;
                end
            end
        end
        else    begin
            carry2_over <= 1'b0;
            overflow5 <= overflow5;
            rmcache4 <= rmcache4;
            sign4 <= sign4;
            expcache4 <= expcache4;
        end
    end
    always@(posedge clk or posedge rst) begin
        if(rst) begin
            datanew <= 16'd0;
            output_update <= 1'b0;
        end
        else if(carry2_over)    begin
            if(((expcache4 > 7'd30) && ~expcache4[6]) || overflow5)
                datanew <= {sign4,15'h7fff};
            else if(expcache4[6] || ~(|expcache4))
                datanew <= 16'h0000;
            else
                datanew <= {sign4,expcache4[4:0],rmcache4[9:0]};
        end
        else begin
            datanew <= datanew;
            output_update <= 1'b0;
        end
    end
endmodule
==> flow/run.sh <==
#!/bin/bash
# OpenROAD 26Q1-2900-gdf79404cd8, Yosys 0.63+post, stock flow scripts
make -C /OpenROAD-flow-scripts/flow DESIGN_CONFIG=/design/flow/config.mk WORK_HOME=/design/flow/orfs finish
==> flow/config.mk <==
export PLATFORM = sky130hd
export DESIGN_NAME = FP16_mcl
export DESIGN_NICKNAME = FP16_mcl
export VERILOG_FILES = /design/flow/design.v
export SDC_FILE = /design/flow/constraint.sdc
export NUM_CORES = 4
export LEC_CHECK = 1
export CORE_UTILIZATION = 40
export SYNTH_HDL_FRONTEND = slang
==> flow/constraint.sdc <==
current_design FP16_mcl

set clk_period 6.7
set clk_io_pct 0.2

create_clock -name clk0 -period $clk_period [get_ports {clk}]

set non_clock_inputs [all_inputs -no_clocks]
set_input_delay [expr $clk_period * $clk_io_pct] -clock clk0 $non_clock_inputs
set_output_delay [expr $clk_period * $clk_io_pct] -clock clk0 [all_outputs]
==> impl_metrics.toml <==
# synthesis and place-and-route metrics
[final_timing]
fmax_mhz = 188
skew_ps = 10.2
finalHoldViolCount = 0
maxSlewHeadroom_pct = 46.2
rsz0062_at_grt = "no"
tightest_slew_ps = 807
period_needed_ps = 5320
fin_crit_sh_pct = 79.4
fin_setup_tns_ps = 0
slew_viol_final = 0
setup_ws_ps = 1380
final-setup-viol-count = 0
holdWs_ps = 436

[grt]
grt_pass1_wl_um = 35700
antenna_found_initial = 0
grt_pass1_vias = 7318
gr-total-overflow = 0
grt_start_max_net_pins = 62
grt.total_usage_pct = 16.1

[placed_design]
dp_hpwl_um = 15200
portBuffers = 50
place_ws_ps = 1370
place.gp.congestion = 0.851
dp_cells = 1467

[logic_synthesis]
synth-xor-area-share_pct = 3.12
async_reset_ff_share_pct = 100
ys_sh_simple_pct = 15.1
ys_warn_count = 0
ys_cells = 1123
netlist-cell-type-count = 50
edf_count = 0
yosysSeqAreaShare_pct = 35.9
top_area_cell = "dfrtp_1"
synth.logic.top_family = "adder cells"
syn_avg_cell_area_um2 = 9.74
syn_inst = 1123
compound_area_share_pct = 9.91
ys_chip_area_mm2 = 0.0109
top_cells_by_area = "dfrtp_1 36%, fa_1 15%, ha_1 8.5%"
synth_flops = 157
ys_sh_mux_pct = 6.40
flop_cell = "dfrtp_1"
synth_area_mm2 = 0.0109
synth-adder-area-share_pct = 23.3
top_area_share_pct = 35.9

[routing]
vias_per_cell = 4.86
drc = 0
final_antenna_net_count = 0
totalWireLength_um = 19900
diodes = 0
drt_iter0_drc = 250
wl_per_cell_um = 13.3
dr.pass1.iters = 4
vias = 7271

[critical_path]
critPathKind = "reg -> reg"
max_stage_delay_ps = 600
cp-start-kind = "flop"
cp_data_arrival_time_ps = 5670
cp.required_ps = 7050
critPathMaxFanout = 12
path_cells = "and2_1, fa_1, fa_1, fa_1, fa_1, inv_1, fa_1, inv_1, ha_1, a21o_1, nor3_1, a221oi_2, a2111oi_0, or4_1, nand3_1"
crit_top_cell = "fa_1"
end_kind = "flop"
slowest_stage = "dfrtp_1"

[die]
core_mm2 = 0.0269
fp_util_pct = 40.7
die_w_um = 167
die_h_um = 167
io_pins = 52
dieArea_mm2 = 0.0280
row_count = 60

[power]
ir_drop_uv = 259
p_per_area_mw_per_mm2 = 453
p_leak_nw = 5.63

[clocking]
clock-sinks = 157
cts_setup_buffers = 0
clk_pin_slew_ps = 70
hold_buffers = 0
clock_path_buffers = 2
cts_tree = "yes"
cts_inserted_buffers = 17
cts_htree_levels = 4
cts-root-buf = "clkbuf_16"
cts_resized = 0
clk_latency_ps = 420

[run_status]
outcome = "complete, no violations"

[layout]
final_cells = 1497
fillers = 2550
layout_top_cells = "157 x dfrtp_1, 154 x nand2_1, 119 x inv_1"
synthToLayoutAreaGrowth_pct = 12.3
layout.cells.most_common = "dfrtp_1"
drive_gt1_share_pct = 6.75

[job]
warnings = 27
drv_cap = 0

[hold_path]
min_path_type = "reg -> reg"
## sequential cells by signal, summed over array words and instances, names as in the netlist, 5 cells and up
name / cells
rmcache: 22
rmcache2: 21
datanew: 16
rmcache3: 12
rm1: 11
rm2: 11
rmcache4: 10
expcache2: 7
expcache3: 7
expcache4: 7
expcache: 7
exp1: 5
exp2: 5
## path summary, 6_finish.rpt
path	depth (start not counted)	from	end	slack (ps)
worst max-delay path	15	rm1[2]	rmcache[18]	1380
worst min-delay path	0	cal_over	carry1_over	440
worst max register to register	15	rm1[2]	rmcache[18]	1380
worst min register to register	0	cal_over	carry1_over	440
max in group asynchronous	3	rst	rmcache4[3]	4300
min in group asynchronous	2	rst	exp2[2]	1370
## metrics by stage
| stage | utilization, % | area (um2) | power (mW) |
|---|---|---|---|
| 2_1_floorplan | - | 10900 | 3.98 |
| 3_3_place_gp | 43.6 | 11700 | 4.65 |
| 3_5_place_dp | 43.6 | 11700 | 4.66 |
| 4_1_cts | 45.7 | 12300 | 5.65 |
| 5_1_grt | 45.7 | 12300 | 6.21 |
| 6_report | 45.7 | 12300 | 5.56 |
## cells in the mapped netlist (3+ instances only)
| library cell | count |
|---|---|
| o21bai_1 | 3 |
| o21ai_0 | 66 |
| nand4_1 | 10 |
| nor4_1 | 8 |
| nor3_1 | 7 |
| a21o_1 | 8 |
| xor2_1 | 26 |
| nand3_1 | 17 |
| and3_1 | 9 |
| a22o_1 | 10 |
| nor2b_1 | 4 |
| mux2i_1 | 32 |
| and2_1 | 69 |
| clkbuf_1 | 49 |
| xnor2_1 | 13 |
| mux2_2 | 27 |
| a31oi_1 | 4 |
| nand2_1 | 154 |
| o21a_1 | 6 |
| mux2_4 | 5 |
| fa_1 | 81 |
| inv_1 | 120 |
| nand2b_1 | 7 |
| buf_1 | 5 |
| a211oi_1 | 4 |
| ha_1 | 74 |
| a21oi_1 | 64 |
| o211ai_1 | 8 |
| dfrtp_1 | 157 |
| nor2_1 | 52 |
## per-layer routing
metal | share of wire (%) | routed length (um) | vias up | track usage [%]
li1 | - | - | 3737 | -
met1 | 50 | 9970 | 3409 | 25.7
met2 | 45 | 8900 | 114 | 24.7
met3 | 4.3 | 853 | 11 | 3.49
met4 | 0.74 | 147 | 0 | 1.16
met5 | 0 | 0 | - | 0
## where the power goes
part / switching [mW] / internal [mW]
clock: 0.408 / 0.530
sequential: 0.271 / 1.27
combinational: 1.68 / 1.40
total: 2.36 / 3.20
## cells by family (layout without fill, tap and decap cells)
family | count (synthesis) | count (layout)
AND/OR/NAND/NOR | 346 | 346
AND-OR/OR-AND | 184 | 184
buffers and inverters | 177 | 210
flip-flops | 157 | 157
adder cells (fa/ha/maj) | 155 | 155
multiplexers | 64 | 64
XOR/XNOR | 39 | 39
other | 1 | 1
## area by class of cell
type | count | area, um2 | share of cell area (%)
multi-input combinational | 789 | 6320 | 51.5
sequential | 157 | 3930 | 32.0
timing repair buffer | 60 | 576 | 4.69
inverter | 120 | 455 | 3.71
clock buffer | 18 | 439 | 3.58
tap | 341 | 427 | 3.47
clock inverter | 12 | 130 | 1.06
## critical path, delay by kind of cell, from the launching register on
kind | cells | cell delay (ps)
AND-OR/OR-AND | 3 | 780
adder cells (fa/ha/maj) | 6 | 2890
buffers and inverters | 2 | 90
flip-flops | 1 | 600
AND/OR/NAND/NOR | 4 | 860
No activity file was given, so power comes from the tool's default toggle rates.
